$ cat /design/flow/design.v
module DigitalLock #(
	parameter PASSWORD_LENGTH = 5,
	parameter NUM_DISPLAYS = 6,
	parameter MAX_IDLE = 500000000
)(
	(* chip_pin = "AF14" *) 
	input clock, 
	(* chip_pin = "AB12" *) 
	input reset,
	(* chip_pin = "Y16, W15, AA15, AA14" *) 
	input [3:0] key,
	(* chip_pin = "V16" *) 
	output LED_locked, 
	(* chip_pin = "W16" *) 
	output LED_error, 
	(* chip_pin = "V17" *) 
	output LED_ep, 
	(* chip_pin = "V18" *) 
	output LED_cp, 
	(* chip_pin = "W17" *) 
	output LED_unlocked, 
	(* chip_pin = "W19" *) 
	output LED_reset,
	(* chip_pin = {"AA25, AA26, AB26, AB27, Y27, AA28, V25,",
					   "W25, V23, W24, W22, Y24, Y23, AA24,",
					   "AB22, AB25, AB28, AC25, AD25, AC27, AD26,",
					   "AC30, AC29, AD30, AC28, AD29, AE29, AB23,",
					   "AD27, AF30, AF29, AG30, AH30, AH29, AJ29,",
					   "AH28, AG28, AF28, AG27, AE28, AE27, AE26"} *) 			  
	output [(7*NUM_DISPLAYS)-1:0] seven_seg
); 
wire [3:0] filtered_key;
wire [(4*NUM_DISPLAYS)-1:0] display_digits;
KeyPressFilter Filter (
	.clock			( clock ),
	.key			( ~key ),
	.posedge_key		( filtered_key )
);
DigitalLockFSM #(
	.PASSWORD_LENGTH	( PASSWORD_LENGTH ),
	.NUM_DISPLAYS		( NUM_DISPLAYS ),
	.MAX_IDLE		( MAX_IDLE )
) FSM (
	.clock			( clock ),
	.reset			( reset ),
	.key			( filtered_key ),
	.lock_flag		( LED_locked ),
	.error_flag		( LED_error ),
	.enter_pwd_flag		( LED_ep ),
	.create_pwd_flag	( LED_cp ),
	.display_digits		( display_digits )
);
PasswordTo7Seg #(
	.NUM_DISPLAYS		( NUM_DISPLAYS )
) SevenSegments (
	.password		( display_digits ),
	.seven_seg		( seven_seg )
);
assign LED_unlocked = ~LED_locked;
assign LED_reset = reset;
endmodule
module DigitalLockFSM #(
	parameter PASSWORD_LENGTH = 4,
	parameter NUM_DISPLAYS = 6,
	parameter MAX_IDLE = 500000000
)(
	input clock, reset,
	input [3:0] key,
	output reg lock_flag, error_flag, enter_pwd_flag, create_pwd_flag,
	output reg [(4*NUM_DISPLAYS)-1:0] display_digits
); 
reg [(4*PASSWORD_LENGTH)-1:0] password, temp_password;
localparam RESET_PASSWORD = {((4*PASSWORD_LENGTH)-1){1'b0}};
integer key_presses = 0;
integer idle_counter = 0;
integer num_pwd_entered = 0;
reg [2:0] state, prev_state, sub_state;
localparam	UNLOCKED 			= 3'd0,
			LOCKED 			= 3'd1,
			CREATE_PASSWORD 	= 3'd2,
			ENTER_PASSWORD		= 3'd3,
			ERROR 			= 3'd4,
			ENTER_DIGIT		= 3'd5,
			CHECK			= 3'd6,
			RETURN_PASSWORD		= 3'd7;
always @(temp_password or state or reset) begin
	if (reset) begin
		display_digits <= {4'h5, 4'h3, 4'hD, 4'h3, 4'hE};
	end else begin
		case (state) 
			ERROR: display_digits <= {4'h3, 4'h5, 4'h5, 4'h6, 4'h5};
			UNLOCKED: display_digits <= {4'h7, 4'h9, 4'hA, 4'h6, 4'hB, 4'hC};
			LOCKED: display_digits <= {4'hA, 4'h6, 4'hB, 4'hB, 4'h3, 4'hC};
			default: display_digits <= temp_password >> 4*(PASSWORD_LENGTH - key_presses);
		endcase
	end
end
always @(state) begin
	error_flag = 1'b0;
	enter_pwd_flag = 1'b0;
	create_pwd_flag = 1'b0;
	case (state)
		UNLOCKED: begin 
			lock_flag = 1'b0;
		end
		LOCKED: begin 
			lock_flag = 1'b1;
		end
		CREATE_PASSWORD: begin 
			create_pwd_flag = 1'b1;
			lock_flag = 1'b0;
		end
		ENTER_PASSWORD: begin
			enter_pwd_flag = 1'b1;
			lock_flag = 1'b1;	
		end
		ERROR: begin
			error_flag = 1'b1;
		end
	endcase
end
always @(posedge clock or posedge reset) begin
	if (reset) begin
		state		<= UNLOCKED;
		sub_state	<= ENTER_DIGIT;
		prev_state	<= UNLOCKED;
		password	<= RESET_PASSWORD;
		temp_password	<= RESET_PASSWORD;
		key_presses	<= 0;
		idle_counter	<= 0;
		num_pwd_entered	<= 0;
	end else if (idle_counter == MAX_IDLE) begin
		state		<= ERROR;
		idle_counter	<= 0;
	end else begin
		case (state)
			UNLOCKED: begin 
				if (|key) begin 
					state	<= CREATE_PASSWORD;
				end else begin
					state	<= UNLOCKED;
				end
			end
			CREATE_PASSWORD: begin 
				prev_state	<= UNLOCKED;
				InputPassword();
				if (sub_state == RETURN_PASSWORD) begin
					if (num_pwd_entered == 0) begin
						password <= temp_password;
						num_pwd_entered	<= num_pwd_entered + 1;
					end else begin
						num_pwd_entered	<= 0;
						if (temp_password == password) begin
							state		<= LOCKED;
						end else begin
							state		<= ERROR;
							password	<= RESET_PASSWORD;
						end
					end 
					temp_password	<= RESET_PASSWORD;
				end
			end
			LOCKED: begin
				if (|key) begin 
					state	<= ENTER_PASSWORD;
				end else begin
					state	<= LOCKED;
				end
			end
			ENTER_PASSWORD: begin
				prev_state <= LOCKED;
				InputPassword();
				if (sub_state == RETURN_PASSWORD) begin
					if (password == temp_password) begin
						state		<= UNLOCKED;
						password	<= RESET_PASSWORD;
						temp_password	<= RESET_PASSWORD;
					end else begin
						state 		<= ERROR;
						temp_password	<= RESET_PASSWORD;
					end
				end
			end
			ERROR: begin
				if (|key) begin
					state		<= prev_state;
					key_presses	<= 0;
				end else begin
					state 		<= ERROR;
				end
			end
			default: begin
				state	<= ERROR;
			end
		endcase
	end
end
task InputPassword();
	case(sub_state)
		ENTER_DIGIT: begin
			if (|key) begin
				temp_password[(4*PASSWORD_LENGTH)-1 - (4*key_presses) -: 4] <= key;
				key_presses	<= key_presses + 1;
				sub_state 	<= CHECK;
				idle_counter 	<= 0;
			end else begin
				sub_state 	<= ENTER_DIGIT;
				idle_counter 	<= idle_counter+1;
			end
		end
		CHECK: begin
			if (key_presses >= PASSWORD_LENGTH) begin
				sub_state 	<= RETURN_PASSWORD;
				key_presses 	<= 0;
			end else begin
				sub_state 	<= ENTER_DIGIT;
			end
		end
		RETURN_PASSWORD: begin
			sub_state	<= ENTER_DIGIT;
		end
		default: begin
			sub_state 	<= ENTER_DIGIT;
		end
	endcase
endtask
endmodule
module HexTo7Seg ( 
	input		[3:0] hex, 
	output reg	[6:0] SevenSeg
);
always @(*) begin
	case(hex)
		4'h0: SevenSeg = ~7'b0000000;   
		4'h1: SevenSeg = ~7'b0000110;  
		4'h2: SevenSeg = ~7'b1011011;  
		4'h4: SevenSeg = ~7'b1001111;  
		4'h8: SevenSeg = ~7'b1100110;  
		4'h3: SevenSeg = ~7'b1111001;  
		4'h5: SevenSeg = ~7'b1010000;  
		4'h6: SevenSeg = ~7'b0111111;  
		4'h7: SevenSeg = ~7'b0111110;  
		4'h9: SevenSeg = ~7'b1010100;  
		4'hA: SevenSeg = ~7'b0111000;  
		4'hB: SevenSeg = ~7'b0111001;  
		4'hC: SevenSeg = ~7'b1011110;  
		4'hD: SevenSeg = ~7'b1101101;  
		4'hE: SevenSeg = ~7'b1111000;  
		default: SevenSeg = 7'b0000000;
	endcase
end
endmodule
module KeyPressFilter (
	input clock,
	input [3:0] key,
	output [3:0] posedge_key
); 
reg delay;
always @(posedge clock) begin
	delay <= |key;
end
assign posedge_key = key & ~{(4){delay}};
endmodule
module PasswordTo7Seg #(
	parameter NUM_DISPLAYS = 6
)(
	input [(4*NUM_DISPLAYS)-1:0] password,
	output [(7*NUM_DISPLAYS)-1:0] seven_seg
);
genvar i;
generate 
	for (i = 0; i < NUM_DISPLAYS; i = i + 1) begin : SevenSeg_loop
		HexTo7Seg display (
			.hex		( password[(i*4)+:4] ),
			.SevenSeg	( seven_seg[(i*7)+:7] )
		);
	end 
endgenerate
endmodule
$ cat /design/flow/run.sh
#!/bin/bash
# OpenROAD 26Q1-2900-gdf79404cd8, Yosys 0.63+post, stock flow scripts
make -C /OpenROAD-flow-scripts/flow DESIGN_CONFIG=/design/flow/config.mk WORK_HOME=/design/flow/orfs finish
$ cat /design/flow/config.mk
export PLATFORM = sky130hd
export DESIGN_NAME = DigitalLock
export DESIGN_NICKNAME = DigitalLock
export VERILOG_FILES = /design/flow/design.v
export SDC_FILE = /design/flow/constraint.sdc
export NUM_CORES = 4
export LEC_CHECK = 1
export CORE_UTILIZATION = 50
$ cat /design/flow/constraint.sdc
current_design DigitalLock

set clk_period 5.8
set clk_io_pct 0.2

create_clock -name clk0 -period $clk_period [get_ports {clock}]

set non_clock_inputs [all_inputs -no_clocks]
set_input_delay [expr $clk_period * $clk_io_pct] -clock clk0 $non_clock_inputs
set_output_delay [expr $clk_period * $clk_io_pct] -clock clk0 [all_outputs]
==> results.rst <==
Synthesis and place-and-route
=============================

.. list-table::
   :header-rows: 1

   * - Metric
     - Value
   * - Number of unconstrained endpoints
     - 3
   * - Nature of the critical path startpoint
     - register
   * - Non-Filler Cell Area, Final
     - 15400 sq um
   * - Leak
     - 6.56 nW
   * - Depth of the most critical reg-to-reg path
     - 32
   * - Drt total wl
     - 36300 microns
   * - Sw power
     - 0.000533 W
   * - Yosys warning count
     - 3
   * - Port bufs
     - 53
   * - Number of library cell types mapped by synthesis
     - 85
   * - Count of unclocked register or latch pins
     - 1
   * - TritonCTS buffer count
     - 17
   * - CTS HTree Levels
     - 4
   * - Clock latency on the worst-skew pair
     - 0.42 ns
   * - Combinational share of power
     - 7.7%
   * - Buffers from clock root to sink, at most
     - 2
   * - Routed wire per std cell
     - 18.0 microns
   * - Row cnt
     - 56
   * - Min-delay worst type
     - reg2reg
   * - Fraction of post-synthesis cell area in the top cell type by area
     - 29.5%
   * - Actual transition at the worst max-transition pin
     - 1.22 ns
   * - Cell Area, Synth
     - 12100 sq um
   * - Power share of the sequential group
     - 44.2%
   * - Std-Cell Core Area
     - 23500 sq um
   * - Total Routing Usage GR
     - 29.8%
   * - DP Cell Count
     - 1915
   * - Half-perimeter wire length after placement
     - 25300 microns
   * - Result of the run
     - finished with violations
   * - Die Ht
     - 157 microns
   * - Clock root cell
     - clkbuf_16
   * - Vias per cell
     - 5.93
   * - Synth-to-layout area growth
     - 28.1%
   * - Setup repair after global routing missed its margin
     - true
   * - Type of the worst setup path
     - reg2out
   * - Maximum number of pins on one net before global-route repair
     - 106
   * - Worst slew margin
     - 18.7%
   * - Worst clock skew on the final layout
     - 0.00927 ns
   * - Fmax
     - 0.170 GHz
   * - Total power draw
     - 0.00228 W
   * - Post-synthesis cell type with the largest instance count
     - nor2_1
   * - Yosys synthesis chip area
     - 12100 sq um
   * - Log Warnings
     - 71
   * - Share of the clock period used by the worst path after layout
     - 101%
   * - Hold Path Stages
     - 2
   * - Switching share of total power
     - 23.4%
   * - Number of DRC violations after detailed-routing iteration 0
     - 1068
   * - Non-filler instance count after layout
     - 2020
   * - Count of library flops with an enable pin
     - 0
   * - Int Pwr
     - 0.00174 W
   * - Final max-slew violation count
     - 0
   * - Standard cell area after detailed placement
     - 13400 sq um
   * - Proportion of layout cells with a drive suffix above 1
     - 22.0%
   * - Instance count of the mapped netlist
     - 1538
   * - Overall via count from detail_route
     - 12000
   * - Antenna diodes
     - 0
   * - Period minus WS final
     - 5.88 ns
   * - First-pass GRT wire length
     - 56600 microns
   * - Async set or reset register ratio after synthesis
     - 98.6%
   * - Data required time at the worst endpoint
     - 4.64 ns
   * - Arrival time worst endpoint
     - 4.72 ns
   * - Vias in the first global route
     - 10800
   * - Total die size
     - 24700 sq um
   * - Global route overflow
     - 0
   * - Cell accounting for the most synthesized area
     - dfrtp_1
   * - Count of filler cells inserted in the layout
     - 1900
   * - Mean cell area of the mapped netlist
     - 7.84 sq um
   * - Total count of hold-check failures in the final report
     - 0
   * - Die boundary width
     - 157 microns
   * - Area contributors post-synth
     - dfrtp_1, ha_1, nor2_1, xor2_1, nand2_1
   * - Maximum ir drop on the vdd rail
     - 0.176 mV
   * - IO Pins
     - 54
   * - CP endpoint kind
     - primary output
   * - Register bit total from synthesis
     - 145
   * - Hold Slack
     - 0.512 ns
   * - Most frequently used flop master after synthesis
     - dfrtp_1
   * - Post-DRT Antenna Nets
     - 0
   * - Gpl congestion
     - 0.963
   * - Setup violation total in the final timing report
     - 2
   * - Number of remaining DRC errors
     - 0
   * - Clock-pin slew on the worst setup and hold paths
     - 0.06 ns
   * - Biggest fanout along the worst timing path
     - 6
   * - Clock tree from TritonCTS
     - yes
   * - Violations in the final reports
     - negative setup slack
   * - Initial antenna violation count
     - 0
   * - Ratio of total power to cell area
     - 147 nW/um^2
   * - Setup slack of the critical path after layout
     - -0.0784 ns
   * - Core utilization before placement
     - 51.2%
   * - Number of cells in the yosys synthesis report
     - 1538
   * - Max-cap viol count
     - 0
   * - Part of the power in the clock network
     - 48.2%
   * - DRT Pass-1 Iters
     - 5
   * - Most used standard cells in the synthesized netlist
     - nor2_1, dfrtp_1, nand2_1
==> final timing paths <==
check | start | endpoint | slack, ns
hold / removal | FSM.num_pwd_entered[23] | FSM.num_pwd_entered[23] | 0.51
hold reg to reg | FSM.num_pwd_entered[23] | FSM.num_pwd_entered[23] | 0.51
setup / recovery | FSM.key_presses[13] | seven_seg[15] | -0.08
setup reg to reg | FSM.key_presses[13] | FSM.key_presses[31] | 0.19
max in group asynchronous | reset | FSM.idle_counter[25] | 3.29
min in group asynchronous | reset | FSM.idle_counter[6] | 1.19
==> final cells by class <==
type / count / area, sq um / area share (%)
clock buffer: 18 / 439 / 2.84
timing repair buffer: 235 / 1990 / 12.9
inverter: 60 / 246 / 1.60
multi-input combinational: 1230 / 8600 / 55.7
sequential: 145 / 3610 / 23.4
tap: 319 / 399 / 2.58
clock inverter: 13 / 154 / 0.996
==> what timing repair did <==
action                     CTS  global route
hold buffers                 0             0
pin swaps                   50            33
setup endpoints to repair   35            52
resized                    176            85
buffers inserted            58            21
==> state kept, by name, summed over array words and instances (netlist names) <==
register / cells
FSM.num_pwd_entered: 32
FSM.temp_password: 20
FSM.sub_state: 3
FSM.lock_flag: 1
FSM.idle_counter: 32
FSM.password: 20
FSM.prev_state: 1
FSM.state: 3
Filter.delay: 1
FSM.key_presses: 32
==> critical path: stages, from the launching register on <==
cell           delay [ns]
dfrtp_1              0.38
or4_4                0.56
buf_4                0.16
nor3_1               0.25
nand3_1              0.17
a211o_1              0.33
a2111oi_4            0.33
nand4b_1             0.27
buf_6                0.22
buf_6                0.12
nor2_4               0.19
buf_6                0.14
a211oi_4             0.06
buf_12               0.16
buf_6                0.12
buf_6                0.11
nor2_4               0.12
buf_6                0.12
o21bai_1             0.12
o21ai_1              0.11
dlygate4sd2_1        0.25
==> power groups by stage <==
stage / combinational (W) / clock [W] / sequential (W)
4_1_cts: 0.000158 / 0.00112 / 0.00101
5_1_grt: 0.000193 / 0.00116 / 0.00100
6_report: 0.000175 / 0.00110 / 0.00101
==> per-stage QoR <==
stage	setup WS (ns)	util [%]	TNS, ns
floorplan	-0.0577	-	-0.130
global placement	-0.0116	57.1	-0.0116
detailed placement	-0.0770	57.1	-0.367
CTS	-0.167	63.5	-0.852
global route	-0.221	65.6	-0.799
finish	-0.0784	65.6	-0.120
==> cell usage in the layout, fill, tap and decap left out, types with 28 or more instances in the layout <==
master	instances
xor2_1	56
a21oi_1	63
o21ai_0	75
buf_4	147
ha_1	29
and3_1	30
nor3_1	47
nand3_1	80
nand2_1	122
buf_6	33
xnor2_1	45
nor2_1	163
nor4_1	28
dfrtp_1	142
inv_1	46
nand4_1	29
==> cells by family (layout without fill, tap and decap cells) <==
logic type / count (synthesis) / count (layout) / synth area share (%)
compound gates: 363 / 363 / 19.8
xor+xnor: 103 / 103 / 7.48
latches: 1 / 1 / 0.124
mux: 38 / 38 / 3.42
fa+ha+maj: 56 / 56 / 5.81
simple gates: 670 / 670 / 28.4
buf+inv: 163 / 326 / 5.18
flops: 144 / 144 / 29.8
==> routing by layer <==
layer  vias up  part of all wire (%)  global-route usage (%)  routed length [microns]
met5         -                     0                       0                        0
met4         0                   1.9                    4.90                      703
met3        47                   6.9                    5.97                     2520
met2       376                    44                    44.5                    16000
met1      5666                    47                    46.6                    17100
li1       5894                     -                       -                        -
Power and IR drop assume default switching activity.
